==> design/flow/run.sh <==
#!/bin/bash
# OpenROAD 26Q1-2900-gdf79404cd8, Yosys 0.63+post, stock flow scripts
make -C /OpenROAD-flow-scripts/flow DESIGN_CONFIG=/design/flow/config.mk WORK_HOME=/design/flow/orfs finish
==> design/flow/config.mk <==
export PLATFORM = sky130hd
export DESIGN_NAME = FFT_PE
export DESIGN_NICKNAME = FFT_PE
export VERILOG_FILES = /design/flow/design.v
export SDC_FILE = /design/flow/constraint.sdc
export NUM_CORES = 4
export LEC_CHECK = 1
export CORE_UTILIZATION = 50
==> design/flow/constraint.sdc <==
current_design FFT_PE

set clk_period 19.8
set clk_io_pct 0.2

create_clock -name clk0 -period $clk_period [get_ports {clk}]

set non_clock_inputs [all_inputs -no_clocks]
set_input_delay [expr $clk_period * $clk_io_pct] -clock clk0 $non_clock_inputs
set_output_delay [expr $clk_period * $clk_io_pct] -clock clk0 [all_outputs]
==> design/flow/design.v <==
module FFT_PE(
			 clk, 
			 rst, 			 
			 a, 
			 b,
			 power,			 
			 ab_valid, 
			 fft_a, 
			 fft_b,
			 fft_pe_valid
			 );
input clk, rst; 		 
input signed [31:0] a, b;
input [2:0] power;
input ab_valid;		
output reg [31:0] fft_a, fft_b;
output reg fft_pe_valid;
reg signed [31:0] temp_a[7:0],WR;
reg signed [31:0] temp_b[7:0],WI;
reg [4:0]load,stage,load1;
reg signed [31:0] br1,bi1;
always @(posedge clk or posedge rst) begin
	if (rst) begin
		fft_pe_valid <= 1'd0;
		load <= 5'd0;
		load1 <= 5'd0;
		stage <= 5'd0;
		 WR[0] <= 32'hff000000;
	end
	else if(ab_valid && load1 < 8)begin
	  load1 <= load1 + 5'd1;
	  temp_a[load1] <= a;
	  temp_b[load1] <= b;
	  if (load1 == 5'd8) begin
		load <= 5'd0;
		load1 <= 5'd10;
	  end
	end
	else begin
	  stage <= stage + 5'd1;
	  if (load < 8) begin
		if(stage == 5'd0)begin
			fft_a <= {temp_a[load][31:16] + temp_b[load][31:16],temp_a[load][15:0] + temp_b[load][15:0]};
			br1 <= (temp_a[load][31:16] - temp_b[load][31:16]) * WR + (temp_b[load][15:0] - temp_a[load][15:0]) * WI;
			bi1 <= (temp_a[load][31:16] - temp_b[load][31:16])* WI + (temp_a[load][15:0] - temp_b[load][15:0]) * WR;
		end
		else if (stage == 5'd1) begin
			fft_pe_valid <= 1'd1;
			fft_b[31:16] <= br1[31:16];
			fft_b[15:0] <= bi1[31:16];
		end
		else if (stage == 5'd2) begin
			fft_pe_valid <= 1'd0;
			load <= load + 5'd1;
			stage <= 5'd0;
		end
	  end	  
	  	end
end
endmodule
==> CHANGELOG.md <==
### Changed

* Status: finished clean
* Count of cells resized by post-cts repair at 0
* Cell Pwr Density at 162.4 nW/um2
* Synth Instances at roughly 1,400
* DRT iter0 DRCs at 880
* Overflow after GRT at 0
* Top-level I/O count at 135
* Htree depth at 2
* Clock Skews at 0.01584 ns
* Worst setup EP type: register
* Post-synth EDFFs at ~540
* Final WL at ~48,000 um
* Async SR Flop Fraction at 2.857%
* Area Overhead vs Synth at 14.52%
* Post-synth top cells: edfxtp_1 (544), nand2_1 (103), nor2_1 (96)
* Init Core Util at between 50 and 60%
* Buffers on Ports at slightly below 100
* Mapped Area at approximately 22,000 um2
* Setup WS post-layout at 13.42 ns
* Relative slew slack at approximately 50%
* Total global-route track usage at 23.91%
* Cell Rows at 77
* Final period util at 32.21%
* AND/OR/NAND/NOR Cells, Area Fraction at 5.015%
* Final setup fails at 0
* Synth Seq Share at roughly three quarters
* XORs/XNORs by Area at 1.015%
* First-pass GRT wire length at 72,440 um
* Clock Path Buffers at 3
* Leak Pwr at 8.451 nW
* RSZ-0062 raised after global routing: no
* Synth top area share at 72.82%
* Core area at 44,220 um2
* Met2 global-route usage at between 30% and 40%
* Clock-pin slew on the worst setup and hold paths at ~0.060 ns
* Initial antenna violation count at 3
* Worst min-delay path class: reg -> reg
* Root Driver: clkbuf_16
* Met3 track demand over resource at approximately 15%
* Synth Warn # at about 66
* Top cell type by total area after synthesis: edfxtp_1
* Hold Violations, Final at 0
* CTS tree: yes
* Distinct cells, synth at about 66
* Cell area leaders: edfxtp_1 (73%), mux2_2 (4.2%), a222oi_1 (3.3%)
* Syn_area_per_cell at around 16 um2
* Clk ins delay skew pair at around 0.6 ns
* CP top delay family: simple AND/OR/NAND/NOR gates
* Crit path DRT at about 20 ns
* CTS Hold Bufs at 0
* Setup tns final at 0 ns
* Routed len/inst at 22.65 um
* Critical path class: in -> reg
* Critical path data arrival time at 6.62 ns
* Ys cells at about 1,400
* Top Usage Layer GRT: met1
* Setup WS pre-CTS at 12.77 ns
* Vias in the first global route at 12,640
* Area fraction in compound gates at under 10%
* Crit path max fanout at 39
* Met1 usage at 34.78%
* Cell Chain, Critical Path: clkdlybuf4s50_1 > or3b_2 > nor3_1 > and2_4 > buf_4
* Detailed Place HPWL at 27,470 um
* Die H at 213.8 um
* Area after DPL at 24,010 um2
* Synthesis area per yosys at 22,430 um2
* Slowest Stage Delay on Critical Path at 0.67 ns
* Share of cells above drive strength 1 at 13.52%
* Post-synthesis register bit count at 560
* Max VDD drop at 0.08567 mV
* Most used flip-flop cell: edfxtp_1
* Vias after detailed routing at about 12,000
* Most frequent cell after synthesis: edfxtp_1
* Routed Antenna Nets at 0
* DRC at 0
* Dpl cells at 2,014
* Mux area share at 4.306%
* Logic area at about 5300 um2
* # fillers at 3,264
* Top logic family: AND-OR/OR-AND gates
* Largest net degree at the start of global routing at 58
* Die Area at about 46,000 um2
* Max cap viols at 0
* CP bufs+invs at 2
* Tot Pwr at 4.172 mW
* Die X at 213.8 um
* Tool Warnings at 39
* Worst Tran Pin Value at 0.7462 ns
* Post-CTS setup buffer count at 0
* Top achievable clock speed at 0.1568 GHz
* FF+latch area at 16,740 um2
* Routability Congestion at 0.8222
* Fa+ha+maj area frac at 2.744%
* CP Launch Type: input pin
* Via density per instance at 5.777
* CP max stage cell: and2_4
* CTS buffer count at 56
* CTS sink count at 560
* Crit path time final at 6.379 ns
* Fin. max-slew vios at 0
* DRT Pass-1 Iters at 8
* Fin cells at around 2,100
* Fin area at 25,690 um2
==> worst register-to-register path, cell delays in order (launching register included) <==
cell	delay, ns
dfrtp_4	0.70
buf_4	0.52
buf_4	0.63
and2_2	0.54
buf_4	0.57
a222oi_1	0.21
a41oi_1	0.28
ha_1	0.25
inv_1	0.07
fa_1	0.40
nor2b_1	0.12
o21ai_0	0.14
a21boi_0	0.40
o21ai_0	0.25
a21oi_1	0.22
xor2_1	0.30
==> routing by layer <==
layer	wire length (um)	up-vias
li1	-	5635
met1	18320	5886
met2	22130	612
met3	6338	90
met4	1111	6
met5	39	-
==> report_power, final <==
part / total, mW / switching (mW) / leakage, nW / internal [mW]
clock network: 0.973 / 0.422 / 0.814 / 0.551
registers: 1.47 / 0.0363 / 5.08 / 1.43
logic: 1.73 / 1.05 / 2.55 / 0.685
==> layout by cell type (no fill, tap or decap), types with 32 or more instances in the layout <==
master	count
mux2_2	83
conb_1	32
a21oi_1	39
ha_1	42
nor2_1	96
a41oi_1	38
nand2_1	102
a222oi_1	74
clkbuf_16	57
edfxtp_1	544
clkdlybuf4s50_1	99
==> worst paths after layout <==
check	startpoint	end	slack, ns	cells after the start
worst max-delay path	ab_valid	temp_b[0][29]	13.42	5
max in group asynchronous	rst	load[2]	15.46	2
worst max register to register	load[2]	fft_a[8]	13.99	15
min in group asynchronous	rst	load1[0]	3.89	2
worst min register to register	load[4]	load[4]	0.37	0
worst min-delay path	load[4]	load[4]	0.37	0
==> area by class of cell <==
cell class / count / area share (%)
multi-input combinational: 714 / 20.50
tap: 592 / 2.883
sequential: 560 / 65.16
timing repair buffer: 123 / 4.559
clock buffer: 72 / 5.772
clock inverter: 30 / 0.7501
inverter: 25 / 0.3653
antenna: 1 / 0.009741
==> stage by stage <==
stage	util, %	hold slack [ns]
after global routing	58.09	0.3816
after global placement	54.30	0.3599
after floorplan	-	0.4207
after detailed placement	54.30	0.3648
final	58.09	0.3724
after CTS	58.09	0.3779
==> cells by family after synthesis <==
logic type               count (synthesis)
multiplexers                            86
AND/OR/NAND/NOR                        258
adder cells (fa/ha/maj)                 48
flip-flops                             560
buffers and inverters                  127
XOR/XNOR                                26
other                                    1
AND-OR/OR-AND                          264
==> flip-flops by register name (all words and copies together) (netlist names) <==
signal	flops
temp_b	256
stage	5
temp_a	256
fft_pe_valid	1
load1	5
load	5
fft_a	32
Power is estimated from default activity; no workload was simulated.
